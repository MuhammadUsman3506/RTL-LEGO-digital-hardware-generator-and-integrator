### run.sh
#!/bin/bash
# OpenROAD 26Q1-2900-gdf79404cd8, Yosys 0.63+post, stock flow scripts
make -C /OpenROAD-flow-scripts/flow DESIGN_CONFIG=/design/flow/config.mk WORK_HOME=/design/flow/orfs finish
### config.mk
export PLATFORM = sky130hd
export DESIGN_NAME = ALU
export DESIGN_NICKNAME = ALU
export VERILOG_FILES = /design/flow/design.v
export SDC_FILE = /design/flow/constraint.sdc
export NUM_CORES = 4
export LEC_CHECK = 1
export CORE_UTILIZATION = 30
### constraint.sdc
current_design ALU

set clk_period 20.6
set clk_io_pct 0.2

create_clock -name clk0 -period $clk_period

set non_clock_inputs [all_inputs -no_clocks]
set_input_delay [expr $clk_period * $clk_io_pct] -clock clk0 $non_clock_inputs
set_output_delay [expr $clk_period * $clk_io_pct] -clock clk0 [all_outputs]
### design.v
module ALU
#(
	 parameter WIDTH = 32,
 	 parameter op = 2
)
(
input        [op-1:0]                   opcode,
input        [WIDTH-1:0]                op1,
input        [WIDTH-1:0]                op2,
output reg  [WIDTH-1:0]                 alu_out
);
wire  	 [WIDTH-1:0] 	 mux_4_to_1_out;
wire  	 [WIDTH-1:0] 	 bitwise_nand_out;
wire  	 [WIDTH-1:0] 	 mult_out;
wire  	 [WIDTH-1:0] 	 sub_out;
wire  	 [WIDTH-1:0] 	 add_out;
add 
#(
.WIDTH             (WIDTH)
)
add_inst
(
.in1                (op1),
.in2                (op2),
.out                (add_out)
);
sub 
#(
.WIDTH             (WIDTH)
)
sub_inst
(
.in1                (op1),
.in2                (op2),
.out                (sub_out)
);
mult 
#(
.WIDTH             (WIDTH)
)
mult_inst
(
.in1                (op1),
.in2                (op2),
.out                (mult_out)
);
bitwise_nand 
#(
.WIDTH             (WIDTH)
)
bitwise_nand_inst
(
.in1                (op1),
.in2                (op2),
.out                (bitwise_nand_out)
);
mux_4_to_1 
#(
.WIDTH             (WIDTH)
)
mux_4_to_1_inst
(
.i_data0            (add_out),
.i_data1            (sub_out),
.i_data2            (mult_out),
.i_data3            (bitwise_nand_out),
.i_sel              (opcode),
.o_data             (mux_4_to_1_out)
);
always@* alu_out = mux_4_to_1_out;
endmodule
module add
#(
	parameter WIDTH = 32
)
(
input [WIDTH-1:0] in1,
input [WIDTH-1:0] in2,
output reg [WIDTH-1:0] out
);
always@*
begin
	out = in1 + in2;
end
endmodule
module bitwise_nand
#(
	parameter WIDTH = 32
)
(
input [WIDTH-1:0] in1,
input [WIDTH-1:0] in2,
output reg [WIDTH-1:0] out
);
always@*
begin
	out = ~(in1 & in2);
end
endmodule
module mult
#(
	parameter WIDTH = 32
)
(
input [WIDTH-1:0] in1,
input [WIDTH-1:0] in2,
output reg [WIDTH-1:0] out
);
always@*
begin
	out = in1 * in2;
end
endmodule
module mux_4_to_1
#(
	parameter   WIDTH = 32,
	parameter	width2 = 2
)
(
input      [WIDTH-1:0]     i_data0,
input      [WIDTH-1:0]     i_data1,
input      [WIDTH-1:0]     i_data2,
input      [WIDTH-1:0]     i_data3,
input      [width2-1:0] i_sel,
output reg [WIDTH-1:0]     o_data
);
always@*
	begin
		case(i_sel)
			2'b00 : o_data = i_data0;
			2'b01 : o_data = i_data1;
			2'b10 : o_data = i_data2;
			2'b11 : o_data = i_data3;
		endcase
	end	
endmodule
module sub
#(
	parameter WIDTH = 32
)
(
input [WIDTH-1:0] in1,
input [WIDTH-1:0] in2,
output reg [WIDTH-1:0] out
);
always@*
begin
	out = in1 - in2;
end
endmodule
==> ds_physical_params.txt <==
Physical implementation characteristics

Parameter                              Value

Global route
  Sum of overflow across all layers after global routing .................. 0
  Largest net degree at the start of global routing .................. 69
  Global-route track usage on met2 .................. 31.2%
  First-pass GRT wire length .................. 93,900 µm
  Met1 usage .................. 26.8%
  Vias in the first global route .................. 16,480
  Layer with the highest usage .................. met2
  M3 GR Usage .................. 9.40%
  Total Routing Usage GR .................. 20.4%
  Number of antenna violations at the first check in global routing .................. 3

Clock tree
  Hold-fix buffer count after cts .................. 0
  Number of cells upsized or downsized after cts .................. 0
  Setup bufs post-CTS .................. 0

Run status
  Result of the run .................. complete, no violations

Routing
  Number of remaining DRC errors .................. 0
  DRC violation total after the first TritonRoute iteration .................. 719
  Routed Wire Length .................. 58,300 µm
  Number of detailed-routing iterations run before antenna repair .................. 7
  Routed via count .................. 14,896
  Routed WL per cell .................. 19.5 µm
  Total inserted antenna cells .................. 0
  Number of vias per cell .................. 4.99
  Post-DRT Antenna Nets .................. 0

Floorplan
  Die x size .................. 251 µm
  Core Area .................. 60,700 µm²
  Die extent in y .................. 251 µm
  Number of core rows .................. 90
  Pre-placement core utilization .................. 30.6%
  Total die size .................. 62,800 µm²
  I/O pin count .................. 98

Place
  Port buffer count .................. 98
  Half-perimeter wire length of the detailed placement result .................. 44,200 µm
  Routability-driven placement congestion ratio .................. 0.947
  Number of placed cells counting well taps .................. 2,987

Yosys
  Post-synth seq share .................. 0%
  Cell count after synthesis .................. 2,186
  Yosys cell types .................. 55
  Mean cell area of the mapped netlist .................. 8.49 µm²
  Yosys warning count .................. 6
  Post-synthesis cell count from yosys .................. 2,186
  Post-synth area from yosys stat .................. 18,600 µm²
  Synth Cell Area .................. 18,600 µm²

Final timing
  Count of pins over their slew limit .................. 0
  Min cycle time layout .................. 16.45 ns
  Min Hold Slack .................. 9.27 ns
  Relative slew slack .................. 36.9%
  Final critical-path share of the clock period .................. 79.8%
  Final count of hold timing violations .................. 0
  Unrepaired setup endpoints after global routing .................. no
  Number of endpoints failing setup at the final stage .................. 0
  F_max .................. 0.0608 GHz
  Sum of negative setup slack .................. 0 ns
  Measured slew at the worst slew-check pin .................. 0.947 ns

Critical path
  Worst stage delay on the critical path .................. 0.83 ns
  Maximum fanout count along the critical path .................. 20
  Worst setup SP type .................. input port
  CP delay by family, top .................. adder cells
  CP Cell Sequence .................. clkdlybuf4s50_1, and2_1, fa_1, fa_1, inv_1, fa_1, inv_1, fa_1, fa_1, fa_1, fa_1, fa_1, ha_1, and3_1, a221oi_1, o211ai_1, o21bai_1, a21boi_0, o41ai_1, xnor2_1, o211ai_1, o21a_1, clkdlybuf4s50_1
  Critical path data arrival time .................. 12.33 ns
  Slowest CP cell .................. sky130_fd_sc_hd__clkdlybuf4s50_1
  Worst EP required .................. 16.48 ns
  CP Class .................. in2out
  Number of logic stages on the critical path including buffering .................. 23
  Worst path bufs/invs .................. 4
  Library cell appearing most often on the critical path .................. sky130_fd_sc_hd__fa_1
  Critical Path Start .................. op2[14]
  Crit path capture .................. alu_out[31]
  Crit. End Element .................. primary output

Layout
  Area growth from synthesis to layout .................. 9.85%
  Clock buf count .................. 0
  Proportion of layout cells with a drive suffix above 1 .................. 2.77%
  Top logic cells by instance count in the layout .................. sky130_fd_sc_hd__fa_1 (409), sky130_fd_sc_hd__inv_1 (390), sky130_fd_sc_hd__and2_1 (313), sky130_fd_sc_hd__nand2_1 (271), sky130_fd_sc_hd__ha_1 (156)
  Total number of sequential cells .................. 0
  Combinational gate area .................. 16,600 µm²
  Reg area .................. 0 µm²
  Final standard cell count with taps included and fillers excluded .................. 2,987
  Filler cells .................. 6,128
  Most frequently placed logic cell in the final layout .................. sky130_fd_sc_hd__fa_1

Hold path
  Worst min path class .................. in2out
  Instance count along the most critical hold path .................. 4

Job
  Number of logged tool warnings .................. 33
  Count of maximum capacitance violations .................. 0
## worst min-delay path by stage
| stage | start | to | slack, ns |
|---|---|---|---|
| final | opcode[1] | alu_out[0] | 9.27 |
| after CTS | opcode[1] | alu_out[0] | 9.28 |
| after global routing | opcode[1] | alu_out[0] | 9.34 |
## routing by layer
metal  up-vias  wire [µm]
met5         -         11
met1      7347      22900
met4         2       1790
met3       102       7320
li1       6678          -
met2       767      26200
## synth_stat cells, types with 28 or more instances
library cell / n / area [µm²]
sky130_fd_sc_hd__fa_1: 409 / 8190
sky130_fd_sc_hd__inv_1: 390 / 1460
sky130_fd_sc_hd__and2_1: 313 / 1960
sky130_fd_sc_hd__nand2_1: 271 / 1020
sky130_fd_sc_hd__ha_1: 156 / 1950
sky130_fd_sc_hd__clkbuf_1: 121 / 454
sky130_fd_sc_hd__xnor2_1: 97 / 850
sky130_fd_sc_hd__a21oi_1: 65 / 325
sky130_fd_sc_hd__o21ai_0: 63 / 315
sky130_fd_sc_hd__xor2_1: 44 / 385
sky130_fd_sc_hd__nor2_1: 43 / 161
sky130_fd_sc_hd__nand3_1: 28 / 140
## cell families after synthesis
group | after synthesis | synth area share [%]
AND/OR/NAND/NOR | 727 | 20.1
XOR/XNOR | 141 | 6.66
buffers and inverters | 518 | 10.5
AND-OR/OR-AND | 229 | 7.75
multiplexers | 6 | 0.324
adder cells (fa/ha/maj) | 565 | 54.7
## metrics by stage
| step | worst slack (ns) | util [%] | cell area [µm²] |
|---|---|---|---|
| 4_1_cts | 4.19 | 33.6 | 20400 |
| 2_1_floorplan | 5.83 | - | 18600 |
| 3_5_place_dp | 4.25 | 33.6 | 20400 |
| 6_report | 4.15 | 33.6 | 20400 |
| 5_1_grt | 3.83 | 33.6 | 20400 |
| 3_3_place_gp | 4.24 | 33.6 | 20400 |
## layout make-up
type	instances	share of cell area (%)
multi-input cells	1668	81.4
inverters	390	7.18
repair buffers	147	6.57
well taps	782	4.80
